[design/flow/design.v]
module async_FIFO #(parameter DATA_WIDTH = 8, parameter FIFO_DEPTH = 64)(
    input wr_clk,                
    input rd_clk,                
    input rst,                   
    input wr_en,                 
    input rd_en,                 
    input [DATA_WIDTH-1:0] buf_in,   
    output reg [DATA_WIDTH-1:0] buf_out,  
    output reg buf_empty,         
    output reg buf_full           
);
    reg [DATA_WIDTH-1:0] buf_mem[FIFO_DEPTH-1:0];    
    reg [5:0] wr_ptr, rd_ptr;                        
    reg [5:0] wr_ptr_gray, rd_ptr_gray;              
    reg [5:0] rd_ptr_gray_sync1, rd_ptr_gray_sync2;  
    reg [5:0] wr_ptr_gray_sync1, wr_ptr_gray_sync2;  
    function [5:0] binary_to_gray(input [5:0] binary);
        binary_to_gray = (binary >> 1) ^ binary;
    endfunction
    function [5:0] gray_to_binary(input [5:0] gray);
        integer i;
        begin
            gray_to_binary[5] = gray[5];
            for (i = 4; i >= 0; i = i - 1)
                gray_to_binary[i] = gray[i] ^ gray_to_binary[i+1];
        end
    endfunction
    always @(posedge wr_clk or posedge rst) begin
        if (rst) begin
            wr_ptr <= 0;
            wr_ptr_gray <= 0;
        end else if (wr_en && !buf_full) begin
            buf_mem[wr_ptr] <= buf_in;
            wr_ptr <= wr_ptr + 1;
            wr_ptr_gray <= binary_to_gray(wr_ptr + 1);
        end
    end
    always @(posedge rd_clk or posedge rst) begin
        if (rst) begin
            rd_ptr <= 0;
            rd_ptr_gray <= 0;
        end else if (rd_en && !buf_empty) begin
            buf_out <= buf_mem[rd_ptr];
            rd_ptr <= rd_ptr + 1;
            rd_ptr_gray <= binary_to_gray(rd_ptr + 1);
        end
    end
    always @(posedge wr_clk or posedge rst) begin
        if (rst) begin
            rd_ptr_gray_sync1 <= 0;
            rd_ptr_gray_sync2 <= 0;
        end else begin
            rd_ptr_gray_sync1 <= rd_ptr_gray;
            rd_ptr_gray_sync2 <= rd_ptr_gray_sync1;
        end
    end
    always @(posedge rd_clk or posedge rst) begin
        if (rst) begin
            wr_ptr_gray_sync1 <= 0;
            wr_ptr_gray_sync2 <= 0;
        end else begin
            wr_ptr_gray_sync1 <= wr_ptr_gray;
            wr_ptr_gray_sync2 <= wr_ptr_gray_sync1;
        end
    end
    always @(posedge wr_clk or posedge rst) begin
        if (rst)
            buf_full <= 0;
        else
            buf_full <= (wr_ptr_gray == {~rd_ptr_gray_sync2[5:4], rd_ptr_gray_sync2[3:0]});
    end
    always @(posedge rd_clk or posedge rst) begin
        if (rst)
            buf_empty <= 1;
        else
            buf_empty <= (rd_ptr_gray == wr_ptr_gray_sync2);
    end
endmodule
[design/flow/run.sh]
#!/bin/bash
# OpenROAD 26Q1-2900-gdf79404cd8, Yosys 0.63+post, stock flow scripts
make -C /OpenROAD-flow-scripts/flow DESIGN_CONFIG=/design/flow/config.mk WORK_HOME=/design/flow/orfs finish
[design/flow/config.mk]
export PLATFORM = sky130hd
export DESIGN_NAME = async_FIFO
export DESIGN_NICKNAME = async_FIFO
export VERILOG_FILES = /design/flow/design.v
export SDC_FILE = /design/flow/constraint.sdc
export NUM_CORES = 4
export LEC_CHECK = 1
export CORE_UTILIZATION = 40
[design/flow/constraint.sdc]
current_design async_FIFO

set clk_period 4.9
set clk_io_pct 0.2

create_clock -name clk0 -period $clk_period [get_ports {rd_clk}]
create_clock -name clk1 -period $clk_period [get_ports {wr_clk}]

set non_clock_inputs [all_inputs -no_clocks]
set_input_delay [expr $clk_period * $clk_io_pct] -clock clk0 $non_clock_inputs
set_output_delay [expr $clk_period * $clk_io_pct] -clock clk0 [all_outputs]
==> job_summary.md <==
### Metrics collected by this job

| Metric | Value |
|---|---|
| Reg clk slew, reported paths | 0.07 ns |
| Crit path kind | reg2reg |
| Power per Cell Area | 556 mW/mm² |
| CP arrival | roughly 3.9 ns |
| Pins Over Slew Limit | 0 |
| CP max FO | 20 |
| Cell Area, Synth | 0.0223 mm² |
| Die y size | 238 µm |
| Synth flops | 568 |
| CTS tree | built |
| Final hold slack | 0.120 ns |
| Least-Margin Pin Slew | 1.41 ns |
| Vias in the first global route | around 15k |
| Routed WL | between 80000 and 90000 µm |
| Setup crit start kind | register |
| Largest net degree at the start of global routing | 50 |
| Worst Skew | 0.0215 ns |
| HP Class | reg2reg |
| RSZ-0062 raised after global routing | no |
| Pleak | 8.62 nW |
| Synth Instances | around 1.4k |
| Cell Type Count | approximately 67 |
| NetSw | 4.68 mW |
| Hold EP | rd_ptr_gray_sync1[0] |
| Post-CTS Hold Buffers | 0 |
| Crit-path max cell delay | between 0.6 and 0.7 ns |
| Post-route setup TNS | 0 ns |
| Critical Path RT | 4.95 ns |
| Yosys chip area | 0.0223 mm² |
| Core Footprint | 0.0551 mm² |
| Met2 GRT Util | between 40% and 50% |
| Io pins | 23 |
| Max Cap Viol | 0 |
| Port buffer count | 21 |
| Gr usage total | between 30% and 40% |
| Die area | 0.0566 mm² |
| Initial antenna violation count | 3 |
| Setup crit end kind | register |
| Final Hold Fails | 0 |
| Setup slack at placement | ~0.97 ns |
| FP Util | approximately two fifths |
| Avg WL per Cell | 35.1 µm |
| DR vias | approximately 14k |
| Grt ovf | 0 |
| Peak supply drop | between 0.3 and 0.4 mV |
| Seq/Total Area, Yosys | 75.5% |
| M3 GR Usage | 22.0% |
| Vias per inst | 6.21 |
| Status | complete, no violations |
| Worst R2R Start | rd_ptr[1] |
| Synthesized area per cell | 15.7 µm² |
| Setup ws final | ~1 ns |
| Clock group share of total power | 32.7% |
| CP Cell Sequence | inv_1 > ha_1 > buf_4 > and3b_1 > buf_4 > and2_0 > a22oi_1 > nand3_1 > or4_1 > a2111o_1 |
| Met1 Track Usage GR | 39.3% |
| CP most frequent cell | buf_4 |
| Comb pwr share | 25.6% |
| Design Power | approximately 14 mW |
| Sw Ratio | 32.7% |
| Std cell rows | 86 |
| CTS Sinks | 568 |
| Initial DRC Count | 1624 |
| Reg-to-reg setup timing slack | 1.02 ns |
| Die x size | around 240 µm |
| DRC Markers | 0 |
| HP Start | rd_ptr_gray[0] |
| CP max-delay cell | or4_1 |
| Setup violations, final | 0 |
| GRT Max-Usage Layer | met2 |
| Area delta synth->final | 15.5% |
| Router iterations before antenna repair | 8 |
| RR Endpoint | buf_out[0] |
| Post-synth EDFFs | 520 |
| Global-route wire length before repair | 112000 µm |
| Fraction of layout cells with a size suffix above 1 | between 10% and 20% |
| Hold depth | 0 |
| Resized Gates After CTS | 0 |
| Relative slew slack | about 5.4% |
| Internal power | around 9.6 mW |
| Sequential share of power | 41.7% |
| Filler cells | 4738 |
| R2r worst-path depth | 10 |
| Main flop type | edfxtp_1 |
| Routability cong. | 1.11 |
| Final ANT Viol Nets | 0 |
| Yosys Instances | about 1.4k |
| Synth warn | 2 |
| Post-CTS setup repair buffer count | 0 |
| Ys async rst share | 8.45% |
| Detail Placement HPWL | around 57000 µm |
| OpenROAD warning count | 32 |
[cell usage in the layout, fill, tap and decap left out, types with 11 or more instances in the layout]
cell type	instances
edfxtp_1	520
nor2_1	107
buf_4	90
a22oi_1	89
clkbuf_16	61
and3_1	59
nand3_1	54
nand2_1	53
a32oi_1	47
dfrtp_1	45
nand4_1	40
xnor2_1	21
mux2_2	21
o21ai_0	20
xor2_1	19
a22o_1	16
nor3_1	14
a21oi_1	14
clkdlybuf4s50_1	13
clkinv_1	12
a2111oi_0	11
or4_1	11
clkbuf_1	11
[cell type report]
class                      instances  area [µm²]  share of cell area (%)
sequential                       568       16800                    65.4
multi-input combinational        749        5040                    19.6
clock buffer                      72        1570                    6.09
tap                              748         936                    3.64
timing repair buffer             112         866                    3.37
clock inverter                    36         447                    1.74
inverter                          11        41.3                   0.161
antenna                            1        2.50                 0.00973
[per-layer routing]
metal	vias to the layer above	share of wire, %
met3	258	16
li1	5864	-
met5	-	0.30
met1	7031	33
met4	8	7.1
met2	1094	43
[power groups by stage]
stage	registers (mW)	logic (mW)	clock network, mW
CTS	5.97	3.55	4.74
global route	6.00	3.80	4.91
finish	5.97	3.66	4.68
[flip-flops by register name, indices dropped and copies added, names as in the netlist, 5 cells and up]
signal	cells
buf_mem	512
buf_out	8
rd_ptr	6
rd_ptr_gray	5
rd_ptr_gray_sync1	6
rd_ptr_gray_sync2	6
wr_ptr	6
wr_ptr_gray	5
wr_ptr_gray_sync1	6
wr_ptr_gray_sync2	6
[how the worst max path moves through the flow]
stage | cells past startpoint | slack, ns | from | end
4_1_cts | 8 | 1.15 | rd_ptr[5] | buf_out[7]
5_1_grt | 10 | 0.94 | rd_ptr[1] | buf_out[0]
6_report | 10 | 1.02 | rd_ptr[1] | buf_out[0]
[logic make-up (layout without fill, tap and decap cells)]
family | Yosys count | in the layout | synth area share (%)
other | 0 | 1 | 0
adder cells (fa/ha/maj) | 9 | 9 | 0.495
buffers and inverters | 98 | 231 | 1.93
flip-flops | 568 | 568 | 75.5
XOR/XNOR | 40 | 40 | 1.57
AND-OR/OR-AND | 267 | 267 | 9.48
multiplexers | 26 | 26 | 1.29
AND/OR/NAND/NOR | 407 | 407 | 9.70
[per-stage QoR]
step                      utilization, %  instance area, µm²  cells
after CTS                           46.7               25700   2295
after global placement              43.0               23700   2187
after global routing                46.7               25700   2297
final                               46.7               25700   2297
after floorplan                        -               22300   1415
after detailed placement            43.0               23700   2187
[synth_stat cells (5+ instances only)]
master / count / area [µm²]
a2111oi_0: 14 / 123
a211o_1: 7 / 61.3
a21oi_1: 14 / 70.1
a221oi_1: 9 / 78.8
a222oi_1: 9 / 90.1
a22o_1: 16 / 140
a22oi_1: 89 / 668
a31oi_1: 7 / 43.8
a32o_1: 5 / 50.1
a32oi_1: 47 / 412
and2_0: 9 / 56.3
and3_1: 59 / 369
and3b_1: 10 / 87.6
and4_1: 5 / 43.8
buf_1: 10 / 37.5
buf_2: 14 / 70.1
clkbuf_1: 55 / 206
dfrtp_1: 47 / 1180
edfxtp_1: 520 / 15600
ha_1: 8 / 100
inv_1: 11 / 41.3
mux2_2: 21 / 236
mux2i_1: 5 / 50.1
nand2_1: 53 / 199
nand2b_1: 7 / 43.8
nand3_1: 54 / 270
nand3b_1: 10 / 75.1
nand4_1: 40 / 250
nor2_1: 109 / 409
nor3_1: 14 / 70.1
o21ai_0: 20 / 100
o2bb2ai_1: 5 / 43.8
or4_1: 11 / 82.6
xnor2_1: 21 / 184
xor2_1: 19 / 166
[critical path, delay by kind of cell (launching register included)]
| family | cells | cell delay, ns |
|---|---|---|
| simple gates | 4 | 1.42 |
| compound gates | 2 | 0.69 |
| buf+inv | 3 | 0.65 |
| flops | 1 | 0.44 |
| fa+ha+maj | 1 | 0.41 |
No activity file was given, so power comes from the tool's default toggle rates.
